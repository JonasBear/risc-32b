==> design.v <==
`timescale 1ns / 1ps
module mux4To1(
    input [31:0] in1, in2, in3, in4,
    input [1:0] s,
    output reg [31:0] out
    );
    always @(s) begin
        case (s)
        2'b 00: out <= in1;
        2'b 01: out <= in2;
        2'b 10: out <= in3;
        2'b 11: out <= in4;
        default: out <= 0;
        endcase
    end
endmodule
==> run.sh <==
#!/bin/bash
# OpenROAD 26Q1-2900-gdf79404cd8, Yosys 0.63+post, stock flow scripts
make -C /OpenROAD-flow-scripts/flow DESIGN_CONFIG=/design/flow/config.mk WORK_HOME=/design/flow/orfs finish
==> config.mk <==
export PLATFORM = sky130hd
export DESIGN_NAME = mux4To1
export DESIGN_NICKNAME = mux4To1
export VERILOG_FILES = /design/flow/design.v
export SDC_FILE = /design/flow/constraint.sdc
export NUM_CORES = 4
export LEC_CHECK = 1
export CORE_AREA = 10 10 95 95
export DIE_AREA = 0 0 105 105
==> constraint.sdc <==
current_design mux4To1

set clk_period 1.5
set clk_io_pct 0.2

create_clock -name clk0 -period $clk_period

set non_clock_inputs [all_inputs -no_clocks]
set_input_delay [expr $clk_period * $clk_io_pct] -clock clk0 $non_clock_inputs
set_output_delay [expr $clk_period * $clk_io_pct] -clock clk0 [all_outputs]
==> GITHUB_STEP_SUMMARY <==
### Yosys + OpenROAD results

| Metric | Value |
|---|---|
| Status | `finished with violations` |
| Failing checks | `negative setup slack` |
| Main logic family after synthesis | `multiplexers` |
| Vias in the first global route | `around 1500` |
| CP Class | `in -> out` |
| Pre-CTS setup slack | `-0.643 ns` |
| FP Util | `between 10% and 20%` |
| Sw Share | `roughly 28%` |
| Basic Gates by Area | `0%` |
| Worst setup margin | `-0.0595 ns` |
| LEAKAGE | `around 1.1 nW` |
| Adder Share, Synth | `0%` |
| Flop pwr share | `0%` |
| Tmin final | `approximately 1.6 ns` |
| Overflow after GRT | `0` |
| Worst hold path type | `in -> out` |
| Peak VDD IR | `between 0.1 and 0.15 mV` |
| Cell total in the yosys stat output | `39` |
| XOR Share, Synth | `0%` |
| Pwr per Cell Area | `~250 mW/mm^2` |
| Die width | `~110 um` |
| I/O pin count | `around 160` |
| Logic gate share of total power | `around 100%` |
| Gr usage total | `11.9%` |
| Hold Vio Cnt, Final | `0` |
| Yosys Chip Area | `slightly above 800 sq um` |
| First-pass GRT wire length | `10100 um` |
| Setup violations, final | `19` |
| Tightest Pin Transition | `0.159 ns` |
| F_max | `641 MHz` |
| CP peak stage delay | `between 0.4 and 0.5 ns` |
| Largest net degree at the start of global routing | `17` |
| Tool warnings | `34` |
| Initial drt markers | `21` |
| Comb. cell area | `between 700 and 800 sq um` |
| Registers | `0` |
| Number of fill cells | `around 750` |
| Rel. slew slack | `between 80 and 90%` |
| Core Rows | `30` |
| Area Growth Syn to Fin | `193%` |
| Cells along the critical path | `buf_12, buf_12, clkbuf_16, mux4_2, buf_2` |
| RSZ-0062 raised after global routing | `yes` |
| GPL Wtd Cong | `0.839` |
| Core area | `around 0.0069 sq mm` |
| Critical path startpoint category | `primary input` |
| Syn Std Cell Area | `815 sq um` |
| Clock Power Share | `0%` |
| Initial antenna violation count | `1` |
| Drt pass-1 iters | `3` |
| Seq/Total Area, Yosys | `0%` |
| MUX area fraction | `between 80% and 90%` |
| Mean Syn Cell Area | `approximately 21 sq um` |
| Area leader share | `between 80 and 90%` |
| Max Cap Viol | `0` |
| Post-route ant nets | `0` |
| CP max-delay cell | `mux4_2` |
| Int Power | `0.000424 W` |
| Critical Path End Type | `output pin` |
| Die H | `about 110 um` |
| Total Wirelength | `about 6900 um` |
| WP data required | `around 1.2 ns` |
| Layout cells sized above 1 | `roughly two fifths` |
| Area fraction in compound gates | `0%` |
| Final HPWL DP | `just over 6000 um` |
| Fin util | `about a third` |
| Port Buffers | `between 150 and 200` |
| Die Size | `0.0110 sq mm` |
| CP Max Fanout | `5` |
| Commonest cells post-synth | `mux4_2, buf_12, buf_2` |
| Setup TNS Final | `-0.766 ns` |
| Unique masters post-synth | `5` |
| Top cells by area | `mux4_2, buf_12, mux4_1` |
| Critical path data arrival time | `approximately 1.3 ns` |
| Gate Count Post-Synth | `39` |
| Yosys warning total | `1` |
| Average routed wire per standard cell | `22.6 um` |
| # clk buffers | `0` |
| Post-synth top area cell | `mux4_2` |
| CTS Hold Bufs | `0` |
| Net switching power | `~0.00016 W` |
| Hold slack final | `1.08 ns` |
| Via count | `around 1200` |
| Synth top cell by count | `mux4_2` |
| Register area | `0 sq um` |
| Final Max Slew Viols | `0` |
| Detailed-route DRC error count | `0` |
| Most frequent CP cell | `buf_12` |
| Via density | `approximately 4.0` |
| Final worst-path cycle share | `104%` |
==> power groups by stage <==
stage,registers (W),logic (W),clock network [W]
4_1_cts,0,0.000590,0
5_1_grt,0,0.000636,0.0000000000891
6_report,0,0.000587,0.0000000000891
==> worst max-delay path: cells and delay by family <==
family	cells	cell delay, ns
muxes	1	0.49
buffers and inverters	4	0.47
==> final timing paths <==
kind,cells past startpoint,to,slack (ns),from
setup / recovery,5,out[7],-0.06,s[0]
hold / removal,3,out[24],1.08,in1[24]
==> per-layer routing <==
| metal | wire length (um) | GRT usage [%] | up-vias | share of wire [%] |
|---|---|---|---|---|
| li1 | - | - | 544 | - |
| met1 | 2670 | 14.0 | 569 | 39 |
| met2 | 3550 | 21.4 | 92 | 52 |
| met3 | 657 | 4.53 | 0 | 9.6 |
| met4 | 0 | 0 | 0 | 0 |
| met5 | 0 | 0 | - | 0 |
==> stage by stage <==
step,cells,instance area (sq um),total power (W)
2_1_floorplan,39,815,0.000189
3_3_place_gp,293,2520,0.000742
3_5_place_dp,293,2520,0.000745
4_1_cts,301,2340,0.000590
5_1_grt,304,2390,0.000636
6_report,304,2390,0.000587
==> logic make-up after synthesis <==
| kind of cell | after synthesis |
|---|---|
| multiplexers | 32 |
| buffers and inverters | 7 |
==> area by class of cell <==
type / instances / area share (%)
Multi-Input combinational cell: 32 / 30.2
Antenna cell: 1 / 0.105
Tap cell: 96 / 5.03
Timing Repair Buffer: 175 / 64.7
==> cells in the final DEF (no fill, tap or decap) <==
cell type,synthesis,layout
buf_12,3,5
buf_4,0,2
buf_16,0,2
clkbuf_16,0,1
mux4_2,30,32
buf_6,1,5
buf_2,3,31
diode_2,0,1
buf_8,0,1
dlygate4sd2_1,0,128
==> what timing repair did <==
action                                 CTS  global route
cloned                                   2             1
gates resized                          251             0
setup buffers                            6             1
endpoints found under the hold margin    0             0
setup endpoints to repair               32            26
No activity file was given, so power comes from the tool's default toggle rates.
