**flow/run.sh**
```bash
#!/bin/bash
# OpenROAD 26Q1-2900-gdf79404cd8, Yosys 0.63+post, stock flow scripts
make -C /OpenROAD-flow-scripts/flow DESIGN_CONFIG=/design/flow/config.mk WORK_HOME=/design/flow/orfs finish
```
**flow/config.mk**
```make
export PLATFORM = sky130hd
export DESIGN_NAME = data_memory
export DESIGN_NICKNAME = data_memory
export VERILOG_FILES = /design/flow/design.v
export SDC_FILE = /design/flow/constraint.sdc
export NUM_CORES = 4
export LEC_CHECK = 1
export CORE_UTILIZATION = 50
```
**flow/constraint.sdc**
```tcl
current_design data_memory

set clk_period 5.5
set clk_io_pct 0.2

create_clock -name clk0 -period $clk_period [get_ports {Clk}]

set non_clock_inputs [all_inputs -no_clocks]
set_input_delay [expr $clk_period * $clk_io_pct] -clock clk0 $non_clock_inputs
set_output_delay [expr $clk_period * $clk_io_pct] -clock clk0 [all_outputs]
```
**flow/design.v**
```verilog
`timescale 1ns/1ps
module data_memory(
    input [31:0] WriteData,
    input [31:0] Address,
    input MemWrite, Clk,
    output [31:0] MemData
    );
    reg [31:0] mem_contents [31:0];
    integer i;
    assign MemData= mem_contents[Address];
    always @(posedge Clk) begin
        if(MemWrite) mem_contents[Address] <= #5 WriteData;
    end
endmodule
```
==> out/metrics.cfg <==
[clock_network]
post_cts_resize_count = 0
cts-root-buf = clkbuf_16
cts_sinks = 1024
hold_buffers = 0
clockBufferDepth = 3
cts_htree_levels = 3
clk_pin_slew_ns = 0.06
cts_buffers = 100
post_cts.repair.setup_buffers = 0
cts_tree = built

[finish]
n_fill_cell = 5515
drive_gt1_share_pct = 13.3
top_register = mem_contents
reg.largest.list = mem_contents (1024)
instances_no_fill = 3376
largest_reg_flops = 1024
area_delta_synth_final_pct = 15.3

[power]
ir_drop_mv = 0.286
power-per-cell-area_nw_per_um2 = 349
leakage_nw = 15.5

[detailed_routing]
vias = 19800
drt-initial-drc-count = 1135
drt-total-wl_um = 93000
drc = 0
first_pass_iters = 4
post_drt_wl_per_cell_um = 27.6
routed_via_density = 5.87
ant_nets = 0

[logic_synthesis]
ys_seq_share_pct = 78.6
netlist_area_um2 = 39100
yosys_cells = 2075
yosysTopAreaCell = edfxtp_1
topCellsByArea = edfxtp_1 79%, mux2i_1 13%, o22ai_1 4.1%
ys_chip_area_um2 = 39100
ys_types = 22
ys_ff = 1024
yosys_warnings = 1
synth_top_area_share_pct = 78.6
syn_inst = 2075
avgSynthCellArea_um2 = 18.8

[floorplanning]
die_w_um = 282
dieArea_um2 = 79300
fp.coreArea_um2 = 77500
die_y_um = 282
num_rows = 102
initial_core_util_pct = 50.5
io_pins = 98

[worst_setup_path]
cp-start-kind = input pin
worstSetupPathType = input pin to primary output
worst_setup_path_end_kind = primary output
worstPathMaxFanout = 18
required_ns = 4.40
cp.arrival_ns = 4.11

[timing]
setup_tns_ns = 0
finalCritPeriodShare_pct = 94.7
relSlewSlack_pct = 36.1
setup_violations = 0
worst_pin_slew_ns = 0.956
slew_viol_final = 0
finalWorstSetupSlack_ns = 0.290
fmax_mhz = 192
rsz0062_at_grt = no
hold_slack_ns = 1.27
hold_viol_final = 0
fin_crit_ns = 5.21

[global_routing]
grt_pass1_wl_um = 134000
overflow = 0
grt_most_used_layer = met2
grt_pass1_vias = 20800
grt_use_total_pct = 26.9
met1_usage_pct = 35.2
antenna_found_initial = 5
use_met3_pct = 21.2
met2_usage_pct = 37.9
grt_max_degree = 67

[placement]
placed_cells = 3195
hpwl_um = 52700
portBuffers = 70
dp_slack_ns = 0.180
place_congestion = 0.858

[job]
tool_warnings = 53
cap_violations = 0

[run_status]
status = finished, final reports clean

[min_path]
holdPathStages = 2
min_path_type = input pin to flop

## cell families after synthesis
family,share of synthesized area [%]
buffers and inverters,1.85
muxes,13.1
DFF,78.6
and+or+nand+nor,2.30
AOI/OAI and AO/OA,4.10
## power by group
part | switching, mW | internal (mW) | leakage (nW)
Sequential | 0.0187 | 8.68 | 9.22
Clock | 2.71 | 3.53 | 1.47
Combinational | 0.469 | 0.318 | 4.81
Total | 3.20 | 12.5 | 15.5
## synthesized netlist by cell type
master     count
nand3_1        2
buf_1          1
nor4_1        64
nand2_1       34
clkbuf_1      23
mux2i_1      512
o22ai_1      256
nand3b_1       4
or3_1          1
nor2_1        29
or4b_1         1
nand4b_1       4
nand4_1        1
or4_4          1
buf_4          2
nand4bb_1      6
buf_2         81
buf_6         19
or4b_4         3
or3b_2         3
nor3_1         4
edfxtp_1    1024
## metrics by stage
stage | power [mW] | util [%] | area (um2)
4_1_cts | 15.9 | 58.2 | 45100
2_1_floorplan | 9.24 | - | 39100
5_1_grt | 16.2 | 58.2 | 45100
6_report | 15.7 | 58.2 | 45100
3_3_place_gp | 9.64 | 54.3 | 42100
3_5_place_dp | 9.66 | 54.3 | 42100
## layer usage
metal	wire, um	up-vias	share of wire [%]
met1	31200	9623	34
met2	42900	1179	46
met5	259	-	0.28
li1	-	8855	-
met4	2120	14	2.3
met3	16500	151	18
## cell usage in the layout (no fill, tap or decap), types with 4 or more instances in the layout
| cell | n |
|---|---|
| buf_12 | 29 |
| buf_4 | 107 |
| bufinv_16 | 4 |
| clkbuf_1 | 20 |
| clkbuf_16 | 101 |
| clkdlybuf4s50_1 | 69 |
| clkinv_1 | 32 |
| clkinv_2 | 17 |
| edfxtp_1 | 1024 |
| mux2i_1 | 512 |
| nand2_1 | 34 |
| nand3b_1 | 4 |
| nand4b_1 | 4 |
| nand4bb_4 | 6 |
| nor2_4 | 28 |
| nor3_2 | 4 |
| nor4_1 | 64 |
| o22ai_1 | 256 |
## worst max-delay path, stage by stage
cell	delay, ns
clkdlybuf4s50_1	0.63
buf_4	0.30
or4b_4	0.39
buf_12	0.20
o22ai_1	0.10
nor4_1	0.66
buf_4	0.21
nand2_1	0.07
clkdlybuf4s50_1	0.43
## cell type report
class | instances | area, um2 | area share [%]
diodes | 1 | 2.50 | 0.00555
clock buffers | 121 | 2600 | 5.77
clock inverters | 59 | 393 | 0.871
multi-input cells | 925 | 7960 | 17.6
flip-flops and latches | 1024 | 30700 | 68.2
well taps | 1040 | 1300 | 2.89
repair buffers | 206 | 2090 | 4.63
## worst paths after layout
kind / startpoint / end / slack, ns
setup / recovery: Address[3] / MemData[25] / 0.29
hold / removal: WriteData[14] / mem_contents[10][14] / 1.27
Power is estimated from default activity; no workload was simulated.
