==> flow/design.v <==
`timescale 1ns / 1ps
module alu(input [31:0] A, B,
           input [3:0]  ALUOp,
           output reg [31:0] R,
           output reg ALUz,
           output reg C,
           output reg V);
parameter [3:0] AND = 4'b0000, OR = 'b0001, add = 4'b0010, sub = 4'b0110, slt = 4'b0111, NOR = 4'b1100; 
  always@(*) begin
    case (ALUOp)
		  AND: R = A & B;
      OR: R = A ^ B;
      add: begin
        {C,R} = A + B;
        if (( A[31] == B[31]) && (R[31] != A[31] )) V=1; 
        else V = 0;
      end
      sub: begin
        {C,R} = A - B;
        if (( A[31] != B[31] ) && ( R[31] != A[31] )) V=1;
        else V = 0;
      end
      slt: begin 
        if (A<B) R = 32'b0;
        else R = 32'b1;
      end
      NOR: R = ~ ( A ^ B );
    endcase
    if (R==32'b0) ALUz=1;
    else ALUz=0;
  end
endmodule
==> flow/run.sh <==
#!/bin/bash
# OpenROAD 26Q1-2900-gdf79404cd8, Yosys 0.63+post, stock flow scripts
make -C /OpenROAD-flow-scripts/flow DESIGN_CONFIG=/design/flow/config.mk WORK_HOME=/design/flow/orfs finish
==> flow/config.mk <==
export PLATFORM = sky130hd
export DESIGN_NAME = alu
export DESIGN_NICKNAME = alu
export VERILOG_FILES = /design/flow/design.v
export SDC_FILE = /design/flow/constraint.sdc
export NUM_CORES = 4
export LEC_CHECK = 1
export CORE_UTILIZATION = 50
==> flow/constraint.sdc <==
current_design alu

set clk_period 17.9
set clk_io_pct 0.2

create_clock -name clk0 -period $clk_period

set non_clock_inputs [all_inputs -no_clocks]
set_input_delay [expr $clk_period * $clk_io_pct] -clock clk0 $non_clock_inputs
set_output_delay [expr $clk_period * $clk_io_pct] -clock clk0 [all_outputs]
==> flow_metrics.tcl <==
# flow metrics
set metrics [dict create \
    grt_use_total_pct 37.2 \
    drt_wl_total_mm 23.7 \
    layout.cells.most_common_list "sky130_fd_sc_hd__clkdlybuf4s50_1 (103), sky130_fd_sc_hd__nor2_1 (97), sky130_fd_sc_hd__a21oi_1 (89), sky130_fd_sc_hd__inv_1 (65), sky130_fd_sc_hd__ha_1 (64)" \
    design.die.area_sq_um 12700 \
    num-fill-cells 1110 \
    hold_path.class "primary input to output port" \
    ios 103 \
    area.growth.synth_to_final_pct 17.2 \
    drt-initial-drc-count 1053 \
    worst_pin_slew_ns 1.01 \
    grt_pass1_vias 6815 \
    synthesis_stage_register_bit_count 34 \
    final.setup.worst_slack_ns 5.21 \
    pins_over_slew_limit 0 \
    dr_wl_met2_mm 10.0 \
    grt_antenna_before_repair 0 \
    core_region_area_sq_um 12000 \
    dpl_hpwl_mm 18.8 \
    post-route-drc-count 0 \
    vias_per_cell 6.97 \
    yosys-top-cells-area "sky130_fd_sc_hd__ha_1 (13%), sky130_fd_sc_hd__dlxtn_1 (8.3%), sky130_fd_sc_hd__a21oi_1 (7.3%), sky130_fd_sc_hd__nor2_1 (5.9%), sky130_fd_sc_hd__o21ai_0 (4.7%)" \
    hold_depth 6 \
    crit_arrival_ns 9.11 \
    setup.worst_path.start_class "primary input" \
    yosys.area_share.aoi_pct 39.9 \
    place.gp.congestion 1.05 \
    status "finished clean" \
    synthesis.area_sq_um 6120 \
    placement_rows 40 \
    fin_tns_setup_ns 0 \
    synth-warning-count 1 \
    rsz0062_at_grt "no" \
    top_cell_area_share_pct 13.1 \
    grt_max_degree 28 \
    netlist-cell-type-count 87 \
    number_of_register_pins_that_no_clock_reaches 34 \
    largest_area_cell "sky130_fd_sc_hd__ha_1" \
    combGateArea_sq_um 5130 \
    final-seq-area_sq_um 510 \
    drt-wirelength-per-cell_microns 21.2 \
    count_of_flip_flops_with_a_built_in_enable_after_synthesis 0 \
    crit_type "primary input to output port" \
    initial_core_util_pct 51.2 \
    ant_nets 0 \
    synth_async_sr_flop_share_pct 0 \
    synth-xor-area-share_pct 1.57 \
    required_ns 14.32 \
    die_height_microns 113 \
    final_tally_of_hold_violations 0 \
    dpl_worst_slack_ns 5.47 \
    post_cts.resized_instances 0 \
    synth-cells-yosys 914 \
    die_w_microns 113 \
    syn_inst 914 \
    met3_length_mm 2.93 \
    drive_gt1_share_pct 3.91 \
    overflow 0 \
    power.static_leakage_nw 2.89 \
    route.antenna.diode_count 0 \
    share_of_synthesized_cell_area_in_and_or_nand_and_nor_gates_pct 26.6 \
    detail_route.wirelength.met1_mm 9.90 \
    synth_area_per_cell_sq_um 6.70 \
    top_routing_layer_in_use "met4" \
    top_logic_kind "AND-OR/OR-AND gates" \
    buffer_count_from_post_cts_setup_fixing 0 \
    yosys_most_used_dff "sky130_fd_sc_hd__dlxtn_1" \
    maxSlewHeadroom_pct 32.2 \
    final_layout_top_logic_cell "sky130_fd_sc_hd__clkdlybuf4s50_1" \
    synthAdderAreaFrac_pct 13.7 \
    setup-violations-final 0 \
    min_to "ALUz" \
    min-delay-start "B[27]" \
    multiplexer_share_of_the_synthesized_area_pct 1.86 \
    number_of_logged_tool_warnings 65 \
    yosys_area_sq_um 6120 \
    untimed_endpoints 68 \
    maxCapViolations 0 \
    ctsHoldBuffers 0 \
    detailedRoute.firstPassIterationCount 8 \
    dr_total_vias 7798 \
    final.period_utilization_pct 70.9 \
    finalWorstPathRequiredPeriod_ns 12.69 \
    crit_path_end_kind "output port" \
    power_density_over_the_cells_nw_per_um2 34.7 \
    worstPathMaxFanout 26 \
    vdd.ir_drop.worst_mv 0.0213 \
    placement.io_buffers 103 \
    fmax_ghz 0.0788 \
    grt_pass1_wl_mm 36.9 \
]
## synth_stat cells, drive strengths merged (7+ instances only)
library cell	n
nand4	10
or4	8
nor2b	13
nor4	7
mux2i	8
nor2	100
nand3	22
o21bai	11
a211oi	22
o211ai	20
o221ai	7
a21o	15
a2111oi	8
clkbuf	40
a211o	7
or3	11
dlxtn	34
o21a	10
a21oi	90
buf	14
o21ai	60
a221oi	11
o22ai	10
nand2b	10
nor3	29
and3	8
a22oi	7
o31ai	13
a31oi	11
ha	64
nand2	60
inv	66
xnor2	7
## cell families (layout without fill, tap and decap cells)
kind of cell | Yosys count | after routing
AND/OR/NAND/NOR | 316 | 316
buffers and inverters | 121 | 178
XOR/XNOR | 11 | 11
adder cells (fa/ha/maj) | 66 | 66
latches | 34 | 34
AND-OR/OR-AND | 355 | 355
multiplexers | 11 | 11
## sequential cells by signal, indices dropped and copies added (netlist names)
signal / cells
C: 1
R: 32
V: 1
## how the worst max path moves through the flow
stage | from | endpoint | slack (ns) | cells after the start
final | ALUOp[3] | ALUz | 5.21 | 14
after CTS | ALUOp[3] | ALUz | 5.46 | 14
after global routing | ALUOp[3] | ALUz | 4.96 | 14
## worst max-delay path: stages
cell	delay [ns]
sky130_fd_sc_hd__clkdlybuf4s50_1	0.89
sky130_fd_sc_hd__nor4b_2	0.74
sky130_fd_sc_hd__buf_4	0.27
sky130_fd_sc_hd__nor4_2	0.06
sky130_fd_sc_hd__nor2_2	0.47
sky130_fd_sc_hd__a211oi_1	0.19
sky130_fd_sc_hd__a2111oi_1	0.39
sky130_fd_sc_hd__o2111ai_1	0.20
sky130_fd_sc_hd__a2111oi_2	0.36
sky130_fd_sc_hd__or4b_1	0.46
sky130_fd_sc_hd__nor4_1	0.48
sky130_fd_sc_hd__nand4b_1	0.25
sky130_fd_sc_hd__nor4b_2	0.25
sky130_fd_sc_hd__clkdlybuf4s50_1	0.49
## through the flow
| step | cell area [sq um] | utilization, % | cells | hold WS (ns) | total power [mW] |
|---|---|---|---|---|---|
| detailed placement | 7170 | 59.9 | 1118 | 8.55 | 0.240 |
| finish | 7170 | 59.9 | 1118 | 8.56 | 0.249 |
| CTS | 7170 | 59.9 | 1118 | 8.55 | 0.241 |
| global placement | 7170 | 59.9 | 1118 | 8.55 | 0.239 |
| floorplan | 6120 | - | 914 | 7.55 | 0.157 |
| global route | 7170 | 59.9 | 1118 | 8.64 | 0.266 |
## where the power goes
group / internal, mW / switching [mW]
Clock: 0 / 0
Combinational: 0.0920 / 0.140
Sequential: 0.0146 / 0.00198
Total: 0.107 / 0.142
## layout make-up
cell class	count	share of cell area [%]
well taps	147	2.57
repair buffers	111	15.2
flip-flops and latches	34	7.12
inverters	67	3.51
multi-input cells	759	71.6
## routing by layer
| metal | vias up | GRT usage [%] |
|---|---|---|
| li1 | 3560 | - |
| met1 | 3570 | 54.8 |
| met2 | 576 | 56.3 |
| met3 | 92 | 6.33 |
| met4 | 0 | 10.0 |
| met5 | - | 0 |
Power figures rest on the tool's default switching activity, not on a simulated workload.
